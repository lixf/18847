--- design/flow/run.sh ---
#!/bin/bash
# OpenROAD 26Q1-2900-gdf79404cd8, Yosys 0.63+post, stock flow scripts
make -C /OpenROAD-flow-scripts/flow DESIGN_CONFIG=/design/flow/config.mk WORK_HOME=/design/flow/orfs finish
--- design/flow/config.mk ---
export PLATFORM = sky130hd
export DESIGN_NAME = Inhibitor
export DESIGN_NICKNAME = Inhibitor
export VERILOG_FILES = /design/flow/design.v
export SDC_FILE = /design/flow/constraint.sdc
export NUM_CORES = 4
export LEC_CHECK = 1
export CORE_AREA = 10 10 70 70
export DIE_AREA = 0 0 80 80
--- design/flow/constraint.sdc ---
current_design Inhibitor

set clk_period 1.0
set clk_io_pct 0.2

create_clock -name clk0 -period $clk_period

set non_clock_inputs [all_inputs -no_clocks]
set_input_delay [expr $clk_period * $clk_io_pct] -clock clk0 $non_clock_inputs
set_output_delay [expr $clk_period * $clk_io_pct] -clock clk0 [all_outputs]
--- design/flow/design.v ---
module Inhibitor #(parameter NUM_SPIKES = 18)(inhibit, spikes_in, spikes_out);
    input inhibit;
    input [NUM_SPIKES-1:0]spikes_in;
    output [NUM_SPIKES-1:0]spikes_out;
    assign spikes_out = inhibit ?  ~0 : spikes_in[NUM_SPIKES:0];
endmodule
==> run summary <==
Physical implementation status

STA reports the tightest min-delay check as being of type in -> out. The total overflow left after global routing is 0. Setup repair after global routing left no endpoint under its margin. In this run the power density over the cells is 259 nW/um^2.

The port buffer count stands at 37. Summing all flip-flop and latch instances after layout gives 0 sq um. The post-synth area from yosys stat stands at 124 sq um. The signed area change from the synthesized netlist to the final layout stands at 271%. The number of max-cap violations stands at 0. IR analysis of the VDD net gives a maximum drop of 0.0659 mV. The congestion estimate from routability-driven global placement came to 0.731. The number of antenna-violating nets in the routed design stands at 0. Per the detail_route report, routed wire per instance is 9.38 um.

The worst setup path is captured at an output port. The first global-routing pass estimated 1430 um of wire. The required time of the critical path stands at 800 ps. The clock period could shrink to 961 ps. The estimated wirelength of the detail-placed design stands at 890 um.

The number of cells reported by Yosys stat comes to 19. Per the detail_route report, vias per standard cell equal 2.55. 37 I/O pins were placed.

The library cells used most frequently in the layout, excluding fill and tap cells, are 18 x sky130_fd_sc_hd__or2_1, 18 x sky130_fd_sc_hd__dlygate4sd2_1, 18 x sky130_fd_sc_hd__buf_2. The data arrival time reported for the critical path is 760 ps. After technology mapping, the gate count stands at 19.

The initial utilization of the core area, before any placement, comes to 3.63%. The worst setup path is launched from an input port. The detailed-route DRC error count stands at 0. The initial antenna violation count is 0. From left edge to right edge, the die measures 80 um. The vertical extent of the die stands at 80 um. The internal power consumption stands at 0.0000887 W. Combinational logic is responsible for 100.0% of the overall power. The relative contribution of the clock network to total power stands at 0%.

Entering global routing, the biggest net connects 7 pins. The leakage power in the latest report is 0.207 nW. The relative slew slack stands at 95.8%. The area of the mapped netlist stands at 124 sq um. Hold-check failures listed in the final report amount to 0. The count of hold-fix buffers inserted at cts stands at 0. In this run the tools logged warnings totalling 32. The antenna diode count stands at 0. The total number of sequential cells stands at 0. The number of global-route vias before repair stands at 326. After synthesis, the netlist uses 2 different library cells. The run finished with clean final reports. After routing, the total negative slack on setup checks comes to 0 ps. The placed cell count stands at 103. The aggregate global-route resource usage stands at 2.68%. The final instance count without filler cells stands at 104. The net switching power stands at 0.0000303 W.

The worst setup path is of the in -> out kind. The via count stands at 265. The proportion of total power due to net switching stands at 25.5%. The maximum fanout count along the critical path stands at 6. According to the floorplan report, the placeable core area is 3420 sq um. The final cycle utilization of the critical path stands at 96.1%. The share of total power in sequential cells stands at 0%.

The number of placement rows stands at 21. Of the cells placed in the final design, the portion with a size suffix greater than 1 is 37.9%. The final report lists the setup-violating endpoint count as 0.

Each instance of the synthesized netlist takes up on average 6.52 sq um. The sequential-to-total area share from yosys stat stands at 0%. After the first detailed-routing iteration, the DRC count stood at 0. The total die area stands at 6400 sq um.

The number of max-slew violations in the final report stands at 0. The total length of routed wires stands at 976 um. The total of clock buffers placed in the layout stands at 0. The flow reports an fmax of 1040 MHz. The number of warnings reported in the yosys synthesis log stands at 1. At the pin with the least slew margin, the transition time is 63.2 ps.

The first-pass iteration count of the detailed router stands at 1.
metal layers:
layer	part of all wire (%)	GRT usage, %	routed length, um	up-vias
li1	-	-	-	134
met1	40	2.90	390	106
met2	37	4.01	360	25
met3	23	2.50	224	0
met4	0	0	0	0
met5	0	0	0	-
timing repair:
action | 4_1_cts | 5_1_grt
cloned | 1 | 0
pin swaps | 18 | 0
setup buffers | 0 | 0
resized | 80 | 1
endpoints found under the setup margin | 18 | 4
power by group through the flow:
stage | Sequential, W | Clock (W) | Combinational [W]
4_1_cts | 0 | 0 | 0.000123
5_1_grt | 0 | 0 | 0.000136
6_report | 0 | 0 | 0.000119
critical path, cell delays in order:
cell and delay, ps:
sky130_fd_sc_hd__buf_4 130, sky130_fd_sc_hd__buf_6 120, sky130_fd_sc_hd__or2_1 200, sky130_fd_sc_hd__buf_2 110
cells in the mapped netlist:
master,count,share of area [%]
sky130_fd_sc_hd__or2_1,18,91
sky130_fd_sc_hd__buf_6,1,9.1
cell families after synthesis:
logic type | Yosys count | synth area share [%]
and+or+nand+nor | 18 | 90.9
buffers and inverters | 1 | 9.09
cell type report:
type	count	area (sq um)
multi-input combinational	18	113
timing repair buffer	40	289
tap	46	57.6
fill	425	2960
worst paths after layout:
| kind | start | end | slack, ps | cells after the start |
|---|---|---|---|---|
| hold / removal | spikes_in[12] | spikes_out[12] | 750 | 3 |
| setup / recovery | inhibit | spikes_out[14] | 40 | 4 |
per-stage QoR:
step	setup slack, ps	util [%]	total power, W	hold slack, ps	area (sq um)
after floorplan	310	-	0.0000225	450	124
after global placement	-634	16.3	0.000177	1390	556
after detailed placement	-649	16.3	0.000178	1390	556
after CTS	18.7	13.4	0.000123	754	457
after global routing	2.11	13.4	0.000136	770	459
final	39.0	13.4	0.000119	747	459
No activity file was given, so power comes from the tool's default toggle rates.
