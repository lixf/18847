`flow/design.v`:
```
`timescale 1ns / 1ps
module bitonic_sort_2(a, b, max, min);
    input a;
    input b;
    output max;
    output min;
    assign max = a | b;
    assign min = a & b;
endmodule
module LastStage #(parameter N = 16)(in, out);
    input [N-1:0] in;
    output [N-1:0] out;
    genvar i, group_idx, inst_idx;
    wire [N-1:0] connect [$clog2(N) : 0];
    generate
        for (i = N/2; i > 0; i = i/2) begin : loop1
            for (group_idx = 0; group_idx < (N/2)/i; group_idx = group_idx + 1) begin : loop2
                for (inst_idx = 0; inst_idx < i; inst_idx = inst_idx + 1) begin : loop3
                    bitonic_sort_2 u0(.a(connect[$clog2((N/2)/i)  ][(2*i)*group_idx + inst_idx]    ), 
				                     .b(connect[$clog2((N/2)/i)  ][(2*i)*group_idx + inst_idx + i]), 
                                   .max(connect[$clog2((N/2)/i)+1][(2*i)*group_idx + inst_idx + i]), 
                                   .min(connect[$clog2((N/2)/i)+1][(2*i)*group_idx + inst_idx]    ));
                end 
            end
        end
    endgenerate
    assign connect[0] = in;
    assign out = connect[$clog2(N)];
endmodule
module bitonic_sort_4(in, out);
    input [3:0] in;
    output [3:0] out;
    wire [3:0] AtoB;
    bitonic_sort_2 a0(.a(in[0]), .b(in[1]), .min(AtoB[0]), .max(AtoB[1]));
    bitonic_sort_2 a1(.a(in[2]), .b(in[3]), .min(AtoB[3]), .max(AtoB[2]));
    LastStage #(4) l0(.in(AtoB), .out(out));
endmodule
module bitonic_sort_8(in, out);
    input [7:0] in;
    output [7:0] out;
    wire [7:0] AtoB;
    bitonic_sort_4 a0(.in(in[3:0]), .out(AtoB[3:0]));
    bitonic_sort_4 a1(.in(in[7:4]), .out({AtoB[4], AtoB[5], AtoB[6], AtoB[7]}));
    LastStage #(8) l0(.in(AtoB), .out(out));
endmodule
module bitonic_sort_16(sorted_out, raw_in);
    input [15:0] raw_in;
    output [15:0] sorted_out;
    wire [15:0] AtoB;
    bitonic_sort_8 a0(.in(raw_in[7:0]), .out(AtoB[7:0]));
    bitonic_sort_8 a1(.in(raw_in[15:8]), 
                     .out({AtoB[8], AtoB[9], AtoB[10], AtoB[11], 
                           AtoB[12], AtoB[13], AtoB[14], AtoB[15]}));
    LastStage #(16) l0(.in(AtoB), .out(sorted_out));
endmodule
```
`flow/run.sh`:
```
#!/bin/bash
# OpenROAD 26Q1-2900-gdf79404cd8, Yosys 0.63+post, stock flow scripts
make -C /OpenROAD-flow-scripts/flow DESIGN_CONFIG=/design/flow/config.mk WORK_HOME=/design/flow/orfs finish
```
`flow/config.mk`:
```
export PLATFORM = sky130hd
export DESIGN_NAME = bitonic_sort_16
export DESIGN_NICKNAME = bitonic_sort_16
export VERILOG_FILES = /design/flow/design.v
export SDC_FILE = /design/flow/constraint.sdc
export NUM_CORES = 4
export LEC_CHECK = 1
export CORE_AREA = 10 10 86 86
export DIE_AREA = 0 0 96 96
```
`flow/constraint.sdc`:
```
current_design bitonic_sort_16

set clk_period 2.9
set clk_io_pct 0.2

create_clock -name clk0 -period $clk_period

set non_clock_inputs [all_inputs -no_clocks]
set_input_delay [expr $clk_period * $clk_io_pct] -clock clk0 $non_clock_inputs
set_output_delay [expr $clk_period * $clk_io_pct] -clock clk0 [all_outputs]
```
==> results.cfg <==
; flow metrics
[run]
warning_count = 34
cap_violations = 0

[placed_design]
port_buffers = 32
dpl.hpwl_mm = 2.701
gp_congestion = 0.8782
post-place-cells = 254
place_ws_ns = -0.6923

[setup_path]
critPathKind = in2out
crit_required_ns = 2.32
worst_setup_path_start_kind = primary input
worst-path-stages = 9
endpoint = sorted_out[9]
critPathArrivalTime_ns = 2.35
critPathMaxFanout = 5
crit_chain = buf_8 > or4_4 > a221oi_2 > or3_4 > buf_4 > nor2_4 > o21ai_2 > o21ai_1 > dlygate4sd2_1
cpPeakStageDelay_ns = 0.56
cp_num_buf_inv = 3
cpMaxStageDelayCell = or4_4
cp-end-kind = primary output
startpoint = raw_in[14]
cp_top_family = simple AND/OR/NAND/NOR gates

[sta]
setup_viol = 7
post-route-period-util_pct = 101.2
finalSetupTns_ns = -0.1270
worst_slew_margin_rel_pct = 71.07
worst_pin_slew_ns = 0.4320
layout_min_cycle_time_ns = 2.935
fin_ws_ns = -0.03499
grt_setup_unrepaired = true
drv_slew = 0
hold_viol_final = 0
timing.fmax_mhz = 340.7

[floorplan]
io_pins = 32
die_area_mm2 = 0.009216
core_area_mm2 = 0.005540
num_rows = 27
dieHeight_um = 96
die_w_um = 96
initial_utilization_pct = 19.65

[routing]
vias = 1350
wl_met2_mm = 1.755
antenna_cells = 0
viasPerCell = 4.856
route.detailed.drc = 0
wl_met3_um = 274
wl_mm = 3.621
first_pass_iters = 4
routed.top_layer = met3
drtIter0Drc = 66
postRouteAntennaNets = 0
m1WireLength_mm = 1.591
wl_per_cell_um = 13.03

[synth]
synth_area_mm2 = 0.001089
syn_inst = 149
synth_area_per_cell_um2 = 7.306
ys_seq_share_pct = 0
yosys_cells = 149
yosysUniqueCellTypes = 51
ys_area_mm2 = 0.001089
yosysWarnings = 3

[run_status]
failed_checks = setup timing
outcome = finished, violations left

[global_route]
grt_start_max_net_pins = 9
grt_pass1_vias = 1255
grt_pass1_wl_mm = 5.802
grt_use_total_pct = 7.347
antenna_found_initial = 0
grt_overflow = 0

[clock_network]
ctsHoldBuffers = 0

[layout]
area_growth_pct = 83.45
seq_area_um2 = 0
clockBufferCount = 0
final_cell_mix = buf_4 (37), buf_6 (15), nand2_1 (13), buf_2 (11), nor3_2 (9)
final_layout_size_suffix_gt1_share_pct = 71.36
final_util_pct = 36.04
lay_top_count = buf_4
ff_count = 0
stdcell_count = 278

[power]
ir_drop_v = 0.00006940
p_leak_uw = 0.0007389
p_total_uw = 312.0
power_density_mw_per_mm2 = 156.3

[hold_path]
hp-class = in2out
repair_timing:
action                     CTS  global route
resized                    164            37
pin swaps                   47            26
setup buffers               16             8
hold endpoints to repair     0             0
setup endpoints to repair   16            16
synthesized netlist by cell type, drive strengths merged:
| library cell | count | share of area [%] |
|---|---|---|
| and4 | 1 | 0.80 |
| nand2 | 16 | 5.7 |
| or3 | 5 | 3.8 |
| o311a | 1 | 0.92 |
| nor4 | 4 | 4.6 |
| nand3 | 6 | 2.8 |
| or4 | 1 | 1.0 |
| a21oi | 7 | 4.6 |
| buf | 22 | 14 |
| and2b | 1 | 0.80 |
| a21boi | 2 | 1.4 |
| clkbuf | 1 | 0.34 |
| o22ai | 3 | 1.7 |
| a2111oi | 1 | 1.4 |
| a211oi | 3 | 3.7 |
| maj3 | 4 | 4.1 |
| nor2 | 10 | 3.9 |
| and2 | 1 | 0.58 |
| o21a | 1 | 0.69 |
| or2 | 2 | 1.2 |
| nor2b | 1 | 0.58 |
| a221oi | 3 | 3.6 |
| nor4b | 1 | 2.2 |
| o221ai | 2 | 1.6 |
| a21o | 1 | 0.80 |
| and3 | 3 | 1.7 |
| nand4 | 5 | 2.9 |
| a22oi | 7 | 5.3 |
| a31oi | 1 | 0.58 |
| o2111ai | 2 | 1.6 |
| o211ai | 7 | 6.2 |
| nor3 | 9 | 6.4 |
| o21ai | 14 | 7.1 |
| a311o | 1 | 1.0 |
power breakdown:
| group | leakage, uW | switching (uW) | total (uW) | internal, uW |
|---|---|---|---|---|
| Clock | 0 | 0 | 0 | 0 |
| Combinational | 0.000739 | 154 | 312 | 158 |
| Sequential | 0 | 0 | 0 | 0 |
worst min-delay path, cell delays in order:
cell	delay [ns]
buf_6	0.10
a211oi_1	0.05
nand3_1	0.08
o211ai_2	0.10
nand2_2	0.17
nor4_4	0.07
nand2_1	0.05
buf_2	0.08
worst min path at each step:
stage                     start              to  cells after the start
after global routing  raw_in[7]   sorted_out[0]                      9
final                 raw_in[7]  sorted_out[15]                      8
after CTS             raw_in[7]  sorted_out[15]                      8
stage by stage:
stage               hold WS [ns]  area, um2
global placement           2.630       1519
floorplan                  1.534       1089
global route               1.969       1997
detailed placement         2.635       1519
CTS                        1.937       1827
finish                     1.885       1997
logic make-up after synthesis:
kind of cell               share of synthesized area [%]
AOI/OAI and AO/OA                                  42.18
and+or+nand+nor                                    38.97
buffers and inverters                              14.71
adders and majority gates                          4.138
layer usage:
metal	GRT usage, %	up-vias
met4	0	0
li1	-	690
met3	1.415	0
met2	12.89	25
met1	9.659	635
met5	0	-
cell type report:
class | count | area, um2
multi-input combinational | 126 | 1236
timing repair buffer | 80 | 670.6
tap | 72 | 90.09
fill | 545 | 3543
Power and IR drop assume default switching activity.
